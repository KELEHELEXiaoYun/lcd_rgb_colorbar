==> design.v <==
module lcd_display (
    input lcd_pclk,
    input rst_n,    
    input [10:0] pixel_xpos,
    input [10:0] pixel_ypos,
    input [10:0] h_disp,
    input [10:0] v_disp,
    output reg [23:0] pixel_data
);
    parameter WHITE = 24'hFFFFFF;
    parameter BLACK = 24'h000000;
    parameter RED   = 24'hFF0000;
    parameter GREEN = 24'h00FF00;
    parameter BLUE  = 24'h0000FF;
    always@(posedge lcd_pclk or negedge rst_n)begin
        if(!rst_n)
            pixel_data <= BLACK;
        else begin
            if((pixel_xpos >= 0) && (pixel_xpos < h_disp/5*1)) begin
                pixel_data <= WHITE;
            end else if((pixel_xpos >= h_disp/5*1) && (pixel_xpos < h_disp/5*2)) begin
                pixel_data <= BLACK;
            end else if((pixel_xpos >= h_disp/5*2) && (pixel_xpos < h_disp/5*3)) begin
                pixel_data <= RED;
            end else if((pixel_xpos >= h_disp/5*3) && (pixel_xpos < h_disp/5*4)) begin
                pixel_data <= GREEN;
            end else begin
                pixel_data <= BLUE;
            end
        end
    end 
endmodule
==> run.sh <==
#!/bin/bash
# OpenROAD 26Q1-2900-gdf79404cd8, Yosys 0.63+post, stock flow scripts
make -C /OpenROAD-flow-scripts/flow DESIGN_CONFIG=/design/flow/config.mk WORK_HOME=/design/flow/orfs finish
==> config.mk <==
export PLATFORM = sky130hd
export DESIGN_NAME = lcd_display
export DESIGN_NICKNAME = lcd_display
export VERILOG_FILES = /design/flow/design.v
export SDC_FILE = /design/flow/constraint.sdc
export NUM_CORES = 4
export LEC_CHECK = 1
export CORE_UTILIZATION = 30
==> constraint.sdc <==
current_design lcd_display

set clk_period 1.0
set clk_io_pct 0.2

create_clock -name clk0 -period $clk_period [get_ports {lcd_pclk}]

set non_clock_inputs [all_inputs -no_clocks]
set_input_delay [expr $clk_period * $clk_io_pct] -clock clk0 $non_clock_inputs
set_output_delay [expr $clk_period * $clk_io_pct] -clock clk0 [all_outputs]
==> run notes <==
The largest registers in the layout are pixel_data x3. The tools report the count of final setup violators as 26. With the total routed wirelength at 11.7 mm, the data arrival time of the critical path is 7.54 ns. The die is 112 um wide. With the area reported by Yosys stat at 0.00364 mm^2, the CTS sink count is 3. The run gives 39 as the number of standard-cell rows in the floorplan. The number of placed instances, taps included, is 839.

For the number of antenna violations at the first check in global routing, the log shows 0. Summed over all routing layers, the global router reports a total usage of 18.4%. The top cell type in the final layout, fill and taps aside, is buf_4. With the total antenna diodes in the routed design at 0, the count of warning messages emitted by the tools is 55.

The post-synthesis sequential area ratio was 2.06%. Per the power-grid run, VDD falls by no more than 0.000466 V. The overall die area is 0.0126 mm^2, and the total cells reported by yosys after synthesis is 507. The area fraction of the largest cell type after synthesis is 16.9%. After technology mapping, the gate count stands at 507.

The stage delay of the slowest cell on the critical path was 0.54 ns. Max-cap check violation count: 0. The final reports fail on negative setup slack.

The share of the core filled by cells before placement is 31.3%, and the total number of yosys warnings is 1. TritonCTS built the clock tree. Clock tree synthesis selected as its root buffer the cell clkbuf_16.

The number of top-level pins was 70; the final-report max-slew violation count was 0. For this run, the number of standard cells in the final layout without fillers is 882. The classification of the worst setup path is input port to flop. In this run the tightest slew margin relative to its limit is 59.9%.

The synthesized design spends more area on one cell type than any other, namely ha_1. The tools report the half-perimeter wire length after placement as 9.04 mm. The synthesized design contains 0 enable-type register cells. The total overflow reported by the global router is 0.

After detailed routing, the average wire length per cell comes to 13.2 um. At the pin with the least slew margin, the transition time is 0.595 ns. With the via count of the first global-routing pass at 4323, the share of post-route cells with drive strength above 1 is 44.4%. The slowest cell on the critical path was fa_2. Kind of launch point of the worst setup path: an input port. The total count of hold-check failures in the final report is 0. The maximum fanout count along the critical path came out at 6.

The synthesized netlist occupies a cell area of 0.00364 mm^2. The tools report the total negative setup slack as -23.46 ns. The tools report the total iterations of the first detailed-routing run as 29. The first global-routing pass estimated 19.5 mm of wire. RePlAce ended its routability-driven mode at a weighted congestion of 0.874. The logs give 8.34 mW for the total design power and 0 for the number of nets still failing antenna checks after routing.

Post-route period utilization is reported as 744%. The tools report the final worst slack as -6.44 ns. pixel_data holds more flip-flops than any other register.

The leakage power in the latest report is 2.85 nW. The vertical die dimension reported for this design is 112 um. For the worst hold margin, the log shows 0.167 ns. The total area inside the core boundary comes to 0.0116 mm^2.

With the power density relative to cell area at 1360 mW/mm^2, the average via count per standard cell is 5.29. The port buffer count is 47, and the via count of the routed design is 4665. The post-detailed-placement cell area is 0.00550 mm^2, and the buffer depth of the longest clock path is 2.

Register bit total from synthesis: 3. Setup repair after global routing could not meet its margin everywhere. The largest net degree at the start of global routing is 17. The synthesis report lists the most area-consuming cells as ha_1 (17%), a21oi_1 (5.5%), buf_4 (5.2%), o21ai_0 (4.0%), xnor2_1 (3.9%).

The flow measured a signed area growth from synthesis to layout of 68.8%. The number of flip-flops in the largest register works out to 3. STA classifies the critical path endpoint as a flop. The required time at the worst endpoint is listed as 1.10 ns.

The filler cell count in the final layout was 1025. At the end of the flow the core is filled with cells to 52.9%. After the first detailed-routing iteration, the DRC count stood at 228.

The synthesis report names the predominant flop master as dfrtp_1. The worst path needs 7.44 ns of the cycle, external delays included. In the synthesized netlist the async set-or-reset flop fraction comes to 100%.

The peak clock frequency supported by timing came out at 0.134 GHz. The flow ran to the end, but the final reports show violations. The placement-stage worst setup slack was -7.08 ns. With the post-synthesis area per instance at 7.17 um^2, the number of buffers created by CTS is 3.

Counting distinct cell types in the post-synthesis netlist gives 87. In the CTS report, the clock slew at the register clock pins of the worst setup and hold paths is listed as 0.03 ns. The layout stage reports a final design area of 0.00614 mm^2.

The hold buffer count at cts came out at 0. The class of the worst hold path was input port to asynchronous set/reset pin. The run gives 1 for the deepest level of the CTS H-tree.

In the layout the commonest cells are buf_4 (209), ha_1 (45), a21oi_1 (32). The routed layout reports a DRC error count of 0.
## timing repair
item	in CTS	in global routing
buffers inserted	26	13
gates resized	142	22
gates cloned	1	0
endpoints found under the setup margin	27	23
pin swaps	35	22
## metal layers
metal / vias up / GRT usage, % / share of wire (%)
li1: 2380 / - / -
met1: 2149 / 26.3 / 49
met2: 120 / 31.7 / 46
met3: 16 / 0.936 / 3.4
met4: 0 / 2.40 / 1.3
met5: - / 0 / 0
## synthesized netlist by cell type, drive strengths merged (12+ instances only)
cell type,count
buf,35
nor3,14
ha,49
nand2,29
a21oi,43
a211oi,12
nor2b,16
xnor2,16
nor2,32
nand3,14
nand2b,14
a21o,12
o21ai,35
inv,29
## where the power goes
part	switching, mW	internal [mW]	total [mW]
registers	0.0356	0.153	0.189
logic	3.37	4.14	7.52
clock network	0.109	0.526	0.635
## cells by family (layout without fill, tap and decap cells)
family | Yosys count | count (layout) | share of synthesized area, %
flip-flops | 3 | 3 | 2.06
adder cells (fa/ha/maj) | 51 | 51 | 17.7
AND-OR/OR-AND | 190 | 190 | 38.5
buffers and inverters | 73 | 305 | 10.8
XOR/XNOR | 19 | 19 | 4.58
AND/OR/NAND/NOR | 167 | 167 | 25.3
multiplexers | 4 | 4 | 1.14
## worst max-delay path, delay by kind of cell
family | cells | cell delay [ns]
buffers and inverters | 6 | 0.71
adders and majority gates | 4 | 1.24
and+or+nand+nor | 11 | 1.20
AOI/OAI and AO/OA | 20 | 4.17
## final timing paths
path                                 from                  endpoint  slack (ns)  depth (start not counted)
setup / recovery                h_disp[8]   pixel_data[7]$_DFF_PN0_       -6.44                         41
hold / removal                      rst_n   pixel_data[7]$_DFF_PN0_        0.17                          1
max in group asynchronous           rst_n  pixel_data[22]$_DFF_PN0_        0.67                          1
min in group clk0          pixel_xpos[10]  pixel_data[22]$_DFF_PN0_        0.84                          5
## layout make-up
cell class / count / area (um^2) / share of cell area [%]
inverter: 30 / 113 / 1.83
multi-input combinational: 431 / 3520 / 57.4
timing repair buffer: 271 / 2170 / 35.3
tap: 143 / 179 / 2.91
sequential: 3 / 77.6 / 1.26
clock buffer: 4 / 78.8 / 1.28
Power figures rest on the tool's default switching activity, not on a simulated workload.

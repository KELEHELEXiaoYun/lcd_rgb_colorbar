==> flow/constraint.sdc <==
current_design rd_id

set clk_period 1.8
set clk_io_pct 0.2

create_clock -name clk0 -period $clk_period [get_ports {clk}]

set non_clock_inputs [all_inputs -no_clocks]
set_input_delay [expr $clk_period * $clk_io_pct] -clock clk0 $non_clock_inputs
set_output_delay [expr $clk_period * $clk_io_pct] -clock clk0 [all_outputs]
==> flow/design.v <==
module rd_id (
    input clk,
    input rst_n,
    input [23:0] lcd_rgb,
    output reg [15:0] lcd_id
);
    reg rd_flag;
    always @(posedge clk or negedge rst_n) begin
        if (!rst_n) begin
            rd_flag <= 1'b0;
        end else begin
            if (!rd_flag) begin
                rd_flag <= 1'b1;
            end
        end
    end
     always @(posedge clk or negedge rst_n) begin
        if (!rst_n) begin
            lcd_id <= 16'b0;
        end else begin
            if (!rd_flag) begin
                case ({lcd_rgb [7], lcd_rgb [15], lcd_rgb [23]})
                    3'b000 : lcd_id <= 16'h4342;
                    3'b001 : lcd_id <= 16'h7084;
                    3'b010 : lcd_id <= 16'h7016;
                    3'b100 : lcd_id <= 16'h4384;
                    3'b101 : lcd_id <= 16'h1018;
                    default: lcd_id <= 16'b0;
                endcase
            end
        end
    end
endmodule
==> flow/config.mk <==
export PLATFORM = sky130hd
export DESIGN_NAME = rd_id
export DESIGN_NICKNAME = rd_id
export VERILOG_FILES = /design/flow/design.v
export SDC_FILE = /design/flow/constraint.sdc
export NUM_CORES = 4
export LEC_CHECK = 1
export CORE_AREA = 10 10 75 75
export DIE_AREA = 0 0 85 85
==> flow/run.sh <==
#!/bin/bash
# OpenROAD 26Q1-2900-gdf79404cd8, Yosys 0.63+post, stock flow scripts
make -C /OpenROAD-flow-scripts/flow DESIGN_CONFIG=/design/flow/config.mk WORK_HOME=/design/flow/orfs finish
==> metrics.yaml <==
outcome:
  status: "finished, final reports clean"
synthesis:
  avgSynthCellArea_sq_um: 10.06
  ff_type: "dfrtp_1"
  synth_cell_types: 19
  ys_area_sq_um: 533.0
  ys_ff: 11
  yosys_warnings: 1
  synth.most_common_cell: "dfrtp_1"
  synthArstFlopShare: 1.000
  top_cells_by_count: "11 x dfrtp_1, 9 x nand2_1, 7 x buf_4, 4 x nor2_1, 4 x o21ai_0"
  syn_area_sq_um: 533.0
  yosys_cells: 53
  edf_count: 0
  largest_area_cell: "dfrtp_1"
  syn_inst: 53
  ys_seq_frac: 0.5164
  area_leaders: "dfrtp_1 52%, buf_4 9.9%, nand2_1 6.3%"
  post-synth-top-area-fraction: 0.5164
final_timing:
  drv_slew: 0
  finalClockPeriodUsage: 0.8011
  tightest_slew_ns: 0.5407
  clock_skew_ns: 0.003046
  rsz0062_at_grt: "false"
  finalSetupViolations: 0
  timing.fmax_mhz: 693.5
  finalHoldViolations: 0
  worst_slack_ns: 0.3581
  slew_headroom: 0.6395
  fin_tns_setup_ns: 0
  period_needed_ns: 1.442
die:
  die-area_sq_um: 7225
  ioPinCount: 42
  die_w_microns: 85
  row_count: 23
  core_area_sq_um: 4058
  die_height_microns: 85
  fp-utilization: 0.1314
global_route:
  grt_usage: 0.03230
  grt_max_degree: 20
  grt_pass1_vias: 388
  grt_pass1_wl_mm: 1.876
  overflow: 0
  antenna_found_initial: 0
worst_setup_path:
  slowest_delay_ns: 0.49
  r2r_end: "lcd_id[9]"
  r2r-start: "rd_flag"
  worstPathArrival_ns: 1.08
  cp.required_ns: 1.44
  crit_family: "buffers and inverters"
  rr_worst_depth: 1
  startpoint: "lcd_id[9]"
  critPathLaunchType: "register"
  worst_path_max_delay_cell: "clkdlybuf4s50_1"
  worstPathBufferInverterCount: 1
  critPathKind: "register to output pin"
  cp.depth: 1
  crit_fanout: 3
  crit_end: "lcd_id[8]"
  worst_setup_path_end_kind: "output pin"
  path_cells: "clkdlybuf4s50_1"
  reg2reg_slack_ns: 0.62
cts:
  cts_hold_buffers: 0
  clock_latency_ns: 0.23
  path_clk_slew_ns: 0.05
  cts_buffer_depth: 2
  cts_tree: "done"
  cts_inserted_buffers: 3
  cts_setup_buffers: 0
  cts_sinks: 11
  root_buffer: "clkbuf_8"
  htree_levels: 1
  cts_resized: 0
worst_hold_path:
  hp-class: "input pin to asynchronous set/reset pin"
place:
  place_hpwl_microns: 963.8
  dpl_worst_slack_ns: 0.2223
  portBuffers: 15
  gp_congestion: 0.7424
routing:
  antennaDiodeCount: 0
  dr.pass1.iters: 2
  antenna_left: 0
  num_vias: 382
  drc: 0
  wire_per_inst_microns: 10.27
  drt_wl_total_mm: 1.191
  drt_iter0_drc: 42
  vias_per_cell: 3.293
pwr:
  switching_share: 0.2098
  clkPwrFrac: 0.385
  ir_worst_vdd_uv: 250.2
  p_leak_nw: 0.3021
  seq_power_share: 0.466
  p_int_uw: 484.1
  comb_power_share: 0.149
  p_per_area_nw_per_um2: 837.0
  p_switching_uw: 128.5
cells_and_area:
  drive_above_1_share: 0.09091
  synthToLayoutAreaGrowth_pct: 37.32
  fillers: 441
job:
  drv_cap: 0
  warning_count: 46
## worst min path at each step
| stage | slack, ns | start | to | cells after the start |
|---|---|---|---|---|
| finish | 0.45 | rst_n | lcd_id[3] | 1 |
| global route | 0.49 | rst_n | lcd_id[3] | 1 |
| CTS | 0.47 | rst_n | lcd_id[3] | 1 |
## through the flow
step | utilization | total power, mW | area [sq um] | std cells | hold slack (ns)
after floorplan | - | 0.3288 | 548.0 | 57 | 0.06441
after global placement | 0.1693 | 0.3820 | 686.9 | 112 | 0.4635
after detailed placement | 0.1693 | 0.3840 | 686.9 | 112 | 0.4781
after CTS | 0.1804 | 0.6224 | 732.0 | 116 | 0.4732
after global routing | 0.1804 | 0.6529 | 732.0 | 116 | 0.4879
final | 0.1804 | 0.6126 | 732.0 | 116 | 0.4519
## placed cells by master (no fill, tap or decap), drive strengths merged
cell / instances
a21oi: 2
o41ai: 1
mux2i: 1
nor3b: 1
nand2: 9
mux2: 1
xor2: 1
o21ai: 5
o31ai: 2
nor2: 4
conb: 6
dfrtp: 11
xnor2: 1
and2b: 1
a22o: 1
clkdlybuf4s50: 15
clkbuf: 4
## registers in the layout (all words and copies together), names as in the netlist
name     cells
rd_flag      1
lcd_id      10
## power groups by stage
stage	clock network [mW]	logic (mW)	registers (mW)
4_1_cts	0.241	0.0954	0.286
5_1_grt	0.260	0.104	0.289
6_report	0.236	0.0913	0.286
## metal layers
metal	global-route usage	share of wire
met1	0.03179	0.39
met2	0.05109	0.45
met3	0.03083	0.16
met4	0.001497	0
met5	0	0
## cell families after synthesis
kind of cell           share of synthesized area
AND-OR/OR-AND                             0.1268
AND/OR/NAND/NOR                           0.1314
multiplexers                             0.03991
XOR/XNOR                                 0.03287
buffers and inverters                     0.1385
other                                    0.01409
flip-flops                                0.5164
## area by class of cell
class	count	area, sq um	share of cell area
flip-flops and latches	11	275.3	0.3761
multi-input cells	36	198.9	0.2718
repair buffers	15	150.1	0.2051
well taps	50	62.56	0.08547
clock buffers	4	45.04	0.06154
Power and IR drop assume default switching activity.

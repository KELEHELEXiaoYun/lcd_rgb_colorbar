$ cat flow/config.mk
export PLATFORM = sky130hd
export DESIGN_NAME = lcd_drive
export DESIGN_NICKNAME = lcd_drive
export VERILOG_FILES = /design/flow/design.v
export SDC_FILE = /design/flow/constraint.sdc
export NUM_CORES = 4
export LEC_CHECK = 1
export CORE_UTILIZATION = 40
$ cat flow/constraint.sdc
current_design lcd_drive

set clk_period 6.5
set clk_io_pct 0.2

create_clock -name clk0 -period $clk_period [get_ports {lcd_pclk}]

set non_clock_inputs [all_inputs -no_clocks]
set_input_delay [expr $clk_period * $clk_io_pct] -clock clk0 $non_clock_inputs
set_output_delay [expr $clk_period * $clk_io_pct] -clock clk0 [all_outputs]
$ cat flow/design.v
module lcd_drive (
    input lcd_pclk,
    input rst_n,
    input [23:0] pixel_data,
    input [15:0] lcd_id,
    output reg [10:0] pixel_xpos,
    output reg [10:0] pixel_ypos,
    output reg [10:0] h_disp,
    output reg [10:0] v_disp,
    output lcd_clk,
    output reg lcd_de,
    output [23:0] lcd_rgb,
    output lcd_bl,
    output lcd_rst,
    output lcd_hs,
    output lcd_vs
);
    parameter  H_SYNC_4342 = 11'd41;
    parameter  H_BACK_4342 = 11'd2;
    parameter  H_DISP_4342 = 11'd480;
    parameter  H_FRONT_4342 = 11'd2;
    parameter  H_TOTAL_4342 = 11'd525;
    parameter  V_SYNC_4342 = 11'd10;
    parameter  V_BACK_4342 = 11'd2;
    parameter  V_DISP_4342 = 11'd272;
    parameter  V_FRONT_4342 = 11'd2;
    parameter  V_TOTAL_4342 = 11'd286;
    parameter  H_SYNC_7084   = 11'd128;   
    parameter  H_BACK_7084   = 11'd88;    
    parameter  H_DISP_7084   = 11'd800;   
    parameter  H_FRONT_7084  = 11'd40;    
    parameter  H_TOTAL_7084  = 11'd1056;  
    parameter  V_SYNC_7084   = 11'd2;     
    parameter  V_BACK_7084   = 11'd33;    
    parameter  V_DISP_7084   = 11'd480;   
    parameter  V_FRONT_7084  = 11'd10;    
    parameter  V_TOTAL_7084  = 11'd525;   
    parameter  H_SYNC_7016   = 11'd20;    
    parameter  H_BACK_7016   = 11'd140;   
    parameter  H_DISP_7016   = 11'd1024;  
    parameter  H_FRONT_7016  = 11'd160;   
    parameter  H_TOTAL_7016  = 11'd1344;  
    parameter  V_SYNC_7016   = 11'd3;     
    parameter  V_BACK_7016   = 11'd20;    
    parameter  V_DISP_7016   = 11'd600;   
    parameter  V_FRONT_7016  = 11'd12;    
    parameter  V_TOTAL_7016  = 11'd635;   
    parameter  H_SYNC_1018    = 11'd10;    
    parameter  H_BACK_1018    = 11'd80;    
    parameter  H_DISP_1018    = 11'd1280;  
    parameter  H_FRONT_1018   = 11'd70;    
    parameter  H_TOTAL_1018   = 11'd1440;  
    parameter  V_SYNC_1018    = 11'd3;     
    parameter  V_BACK_1018    = 11'd10;    
    parameter  V_DISP_1018    = 11'd800;   
    parameter  V_FRONT_1018   = 11'd10;    
    parameter  V_TOTAL_1018   = 11'd823;   
    parameter  H_SYNC_4384    = 11'd128;   
    parameter  H_BACK_4384    = 11'd88;    
    parameter  H_DISP_4384    = 11'd800;   
    parameter  H_FRONT_4384   = 11'd40;    
    parameter  H_TOTAL_4384   = 11'd1056;  
    parameter  V_SYNC_4384    = 11'd2;     
    parameter  V_BACK_4384    = 11'd33;    
    parameter  V_DISP_4384    = 11'd480;   
    parameter  V_FRONT_4384   = 11'd10;    
    parameter  V_TOTAL_4384   = 11'd525;   
    reg [10:0] cnt_h;
    reg [9:0] cnt_v;
    reg data_req;
    reg [10:0] h_sync;
    reg [10:0] h_back;
    reg [10:0] h_front;
    reg [10:0] h_total;
    reg [10:0] v_sync;
    reg [10:0] v_back;
    reg [10:0] v_front;
    reg [10:0] v_total;
    assign lcd_clk = lcd_pclk;
    assign lcd_bl  = 1'b1;
    assign lcd_rst = 1'b1;
    assign lcd_hs  = 1'b1;
    assign lcd_vs  = 1'b1;
    assign lcd_rgb = lcd_de ? pixel_data : 24'b0;
    always @(posedge lcd_pclk or negedge rst_n) begin
        if (!rst_n) begin
            cnt_h <= 11'b0;
        end else begin
            if (cnt_h == h_total - 1) begin
                cnt_h <= 11'b0;
            end else begin
                cnt_h <= cnt_h + 1'b1;
            end
        end
    end
    always @(posedge lcd_pclk or negedge rst_n ) begin
        if (!rst_n) begin
            cnt_v <= 10'b0;
        end else begin
            if (cnt_h == h_total - 1) begin
                if (cnt_v == v_total - 1) begin
                    cnt_v <= 10'b0;
                end else begin
                    cnt_v <= cnt_v + 1'b1;
                end
            end else begin
                cnt_v <= cnt_v;
            end
        end
    end
    always @(posedge lcd_pclk or negedge rst_n) begin
        if (!rst_n) begin
           lcd_de <= 1'b0;
        end else begin
           if ((cnt_h > h_sync + h_back - 1) && (cnt_h < h_sync + h_back + h_disp) && (cnt_v > v_sync + v_back - 1) && (cnt_v < v_sync + v_back + v_disp))begin
                lcd_de <= 1'b1;
           end else begin
                lcd_de <= 1'b0;
           end
        end
    end
    always @(posedge lcd_pclk or negedge rst_n) begin
        if (!rst_n) begin
          data_req <= 1'b0;
        end else begin
           if ((cnt_h > h_sync + h_back - 2) && (cnt_h < h_sync + h_back + h_disp - 1) && (cnt_v >v_sync + v_back - 1) && (cnt_v <v_sync + v_back + v_disp))begin
                data_req <= 1'b1;
           end else begin
                data_req <= 1'b0;
           end
        end
    end
    always @(posedge lcd_pclk or negedge rst_n) begin
        if (!rst_n) begin
            pixel_xpos <= 10'b0;
        end else if (data_req) begin
            pixel_xpos <= pixel_xpos + 1'b1;
        end else begin
            pixel_xpos <= 10'b0;
        end 
    end
    always @(posedge lcd_pclk or negedge rst_n) begin
        if (!rst_n) begin
            pixel_ypos <= 10'b0;
        end else if ((cnt_v >=v_sync + v_back) && (cnt_v <v_sync + v_back + v_disp)) begin
            pixel_ypos <= cnt_v + 1'b1 - (v_sync + v_back);
        end else begin
            pixel_ypos <= 10'b0;
        end 
    end
    always @(posedge lcd_pclk) begin
        case (lcd_id)
            16'h4342 : begin
                h_disp <= H_DISP_4342;
                v_disp <= V_DISP_4342;
                h_sync <= H_SYNC_4342;
                h_back <= H_BACK_4342;
                h_front<= H_FRONT_4342;
                h_total<= H_TOTAL_4342;
                v_sync <= V_SYNC_4342;
                v_back <= V_BACK_4342;
                v_front<= V_FRONT_4342;
                v_total<= V_TOTAL_4342;
            end 
            16'h7084 : begin
                h_disp <= H_DISP_7084;
                v_disp <= V_DISP_7084;
                h_sync <= H_SYNC_7084;
                h_back <= H_BACK_7084;
                h_front<= H_FRONT_7084;
                h_total<= H_TOTAL_7084;
                v_sync <= V_SYNC_7084;
                v_back <= V_BACK_7084;
                v_front<= V_FRONT_7084;
                v_total<= V_TOTAL_7084;
            end 
            16'h7016 : begin
                h_disp <= H_DISP_7016;
                v_disp <= V_DISP_7016;
                h_sync <= H_SYNC_7016;
                h_back <= H_BACK_7016;
                h_front<= H_FRONT_7016;
                h_total<= H_TOTAL_7016;
                v_sync <= V_SYNC_7016;
                v_back <= V_BACK_7016;
                v_front<= V_FRONT_7016;
                v_total<= V_TOTAL_7016;
            end 
            16'h1018 : begin
                h_disp <= H_DISP_1018;
                v_disp <= V_DISP_1018;
                h_sync <= H_SYNC_1018;
                h_back <= H_BACK_1018;
                h_front<= H_FRONT_1018;
                h_total<= H_TOTAL_1018;
                v_sync <= V_SYNC_1018;
                v_back <= V_BACK_1018;
                v_front<= V_FRONT_1018;
                v_total<= V_TOTAL_1018;
            end 
            16'h4384 : begin
                h_disp <= H_DISP_4384;
                v_disp <= V_DISP_4384;
                h_sync <= H_SYNC_4384;
                h_back <= H_BACK_4384;
                h_front<= H_FRONT_4384;
                h_total<= H_TOTAL_4384;
                v_sync <= V_SYNC_4384;
                v_back <= V_BACK_4384;
                v_front<= V_FRONT_4384;
                v_total<= V_TOTAL_4384;
            end 
            default: ;
        endcase
    end
endmodule
$ cat flow/run.sh
#!/bin/bash
# OpenROAD 26Q1-2900-gdf79404cd8, Yosys 0.63+post, stock flow scripts
make -C /OpenROAD-flow-scripts/flow DESIGN_CONFIG=/design/flow/config.mk WORK_HOME=/design/flow/orfs finish
==> results_slide.txt <==
Synthesis and Place & Route Summary

Run status
  – Status: finished, final reports clean

STA
  – Fin Setup TNS: 0 ns
  – Clock Skew: a little over 0.009 ns
  – RSZ-0062 raised after global routing: no
  – Slew @ Worst Pin: just under 0.8 ns
  – Final Hold Violating Endpoints: 0
  – Final setup vio count: 0
  – Worst slew margin: 0.469
  – Slew Viols, Final: 0

Route
  – Final wirelength: approximately 17000 um
  – Initial DRC count: 247
  – DR vias/cell: between 5 and 6
  – WL/cell: 14.5 um
  – Antenna viol nets, final: 0
  – Diodes inserted: 0
  – TritonRoute pass-1 iters: 5
  – Drt drc: 0
  – Total number of vias: 5966

Hold path
  – Hold crit path type: reg2reg
  – Min-delay src: h_total[0]
  – Hold Crit Endpoint: h_total[0]
  – Hold depth: 1

GRT
  – Largest net degree at the start of global routing: 46
  – Initial antenna violation count: 0
  – Vias in the first global route: around 5400
  – Congestion Overflow GR: 0
  – Tot GR Track Use: 0.191
  – Global-route wire length before repair: about 27000 um

Critical path
  – Critical Path Fanout Max: 2
  – Critical path class: clk2out
  – Nature of the critical path endpoint: output port
  – R2r setup slk: ~1.8 ns
  – R2R Path End: data_req
  – Critical Path RT: ~5.2 ns
  – Reg2Reg Depth: 16
  – Startpoint types: clock port
  – Worst endpoint data arrival time: a little under 4 ns
  – Worst r2r src: h_back[2]

Yosys
  – Cells after synthesis: 820
  – Yosys Warn Count: 1
  – YS chip area: around 7200 sq um
  – Max-area cell share: 0.204
  – Mapped cell area: 7220 sq um
  – Ys cells: around 820
  – Yosys top cell by instances: ha_1
  – Yosys top cell by area: ha_1
  – Synth Register Bits: between 70 and 80
  – Post-synth EDFFs: 13
  – Synth Area per Inst: 8.81 sq um
  – Unique cell types: roughly 67
  – Main flop type: dfrtp_1
  – Top cells by count: 118 x ha_1, 65 x inv_1, 57 x nor2_1, 46 x xnor2_1
  – Area contributors post-synth: ha_1 20%, dfrtp_1 16%, xnor2_1 5.6%, edfxtp_1 5.4%, dfxtp_1 4.7%
  – Fraction of registers with async set/reset: 0.600
  – Seq/Total Area, Yosys: 0.257

Clock tree
  – Hold_buf cts: 0
  – Resized cells post-CTS: 0
  – CTS tree: done
  – Worst-Skew Late Latency: about 0.45 ns
  – Postcts setup bufs: 0
  – Clk slew on worst S/H paths: 0.06 ns

Die
  – Die height: 136 um
  – FP Rows: approximately 48
  – CORE AREA: roughly 17000 sq um
  – Die ar.: 18600 sq um
  – FP Core Util: 0.413
  – Io pins: roughly 120
  – Die Span X: ~140 um

Final layout
  – Synth-to-layout area growth: 20.8%
  – Fraction of layout cells with a size suffix above 1: 0.0370
  – Fin area: just under 9000 sq um
  – Fillers: 1664

Power
  – P_sw: between 0.2 and 0.25 mW
  – Worst vdd ir: between 0.15 and 0.2 mV
  – Sw frac: 0.195
  – Sequential power share: 0.433
  – Pwr/cell area: 126 nW/um^2
  – P_int: 0.885 mW
  – Leakage power: ~4 nW
  – Clock Power Share: 0.532
  – Logic pwr share: 0.035

Placement
  – GP Congestion: approximately 0.9
  – Detail Placement HPWL: 13100 um
  – I/O Buffers: ~100
  – Dpl cell area: approximately 8400 sq um

Job
  – Max Cap Violations: 0
  – Tool warning count: approximately 46
[logic make-up (layout without fill, tap and decap cells)]
kind of cell	Yosys count	in the layout	synth area share
AOI/OAI and AO/OA	169	169	0.157
buffers and inverters	101	188	0.0644
other	2	13	0.00104
DFF	75	75	0.257
and+or+nand+nor	271	271	0.201
adders and majority gates	126	126	0.227
muxes	3	3	0.00416
xor gates and xnor gates	73	73	0.0885
[power by group through the flow]
stage                 Sequential [mW]  Clock [mW]  Combinational, mW
after CTS                       0.476       0.597             0.0395
after global routing            0.476       0.617             0.0429
final                           0.476       0.584             0.0385
[area by class of cell]
class,instances,area (sq um),share of cell area
multi-input cells,655,4940,0.566
flip-flops and latches,75,1860,0.213
clock inverters,1,7.51,0.000860
inverters,67,251,0.0288
well taps,225,282,0.0323
repair buffers,103,1020,0.117
clock buffers,17,365,0.0419
[layout by cell type, fill, tap and decap left out, drive strengths merged, types with 6 or more instances in the layout]
cell,instances
nand2,39
clkbuf,16
dfxtp,17
nor2,57
or3,11
xor2,27
a211oi,7
inv,66
a21oi,31
or2,6
clkdlybuf4s50,101
ha,118
nor4,6
edfxtp,13
nand2b,10
a21o,16
dfrtp,45
and3,12
nand4,14
o21ai,45
o21a,11
a2111oi,6
and2,35
fa,8
nor2b,20
a22o,7
xnor2,46
nor3,18
nand3,25
conb,13
a21boi,8
[per-stage QoR]
| step | std cells | utilization | hold WS [ns] | setup slack, ns | power, mW |
|---|---|---|---|---|---|
| 6_report | 1143 | 0.499 | 0.471 | 1.32 | 1.10 |
| 5_1_grt | 1143 | 0.499 | 0.498 | 1.24 | 1.14 |
| 4_1_cts | 1143 | 0.499 | 0.477 | 1.31 | 1.11 |
| 3_5_place_dp | 1126 | 0.479 | 0.462 | 1.58 | 0.534 |
| 3_3_place_gp | 1126 | 0.479 | 0.465 | 1.58 | 0.534 |
| 2_1_floorplan | 831 | - | 0.431 | 1.85 | 0.504 |
[worst max path at each step]
| stage | from | endpoint | cells after the start |
|---|---|---|---|
| 6_report | lcd_pclk | lcd_clk | 3 |
| 4_1_cts | lcd_pclk | lcd_clk | 3 |
| 5_1_grt | h_back[2] | data_req | 19 |
[per-layer routing]
layer,GRT usage,share of wire,vias to the layer above
li1,-,-,3064
met1,0.295,0.50,2734
met2,0.290,0.43,155
met3,0.0357,0.058,13
met4,0.0185,0.012,0
met5,0,0,-
[worst max-delay path: stages]
cell and delay, ns:
clkbuf_16 0.12, clkbuf_16 0.13, clkdlybuf4s50_1 0.39
Power is estimated from default activity; no workload was simulated.
